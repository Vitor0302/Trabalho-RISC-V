==> flow/design.v <==
module Unidade_Controle_Principal (
    input  [6:0] opcode,     
    output reg    RegWrite,  
    output reg    ALUSrc,    
    output reg    MemToReg,  
    output reg    MemRead,   
    output reg    MemWrite,  
    output reg    Branch,    
    output reg [1:0] ALUOp
);
    always @(*) begin
        RegWrite = 1'b0; ALUSrc = 1'b0; MemToReg = 1'b0; MemRead  = 1'b0;
        MemWrite = 1'b0; Branch = 1'b0; ALUOp    = 2'bxx;  
        case (opcode)
            7'b0110011: begin
                RegWrite = 1'b1; ALUSrc = 1'b0; MemToReg = 1'b0; MemRead = 1'b0;
                MemWrite = 1'b0; Branch = 1'b0; ALUOp    = 2'b10;  
            end
            7'b0000011: begin
                RegWrite = 1'b1; ALUSrc = 1'b1; MemToReg = 1'b1; MemRead = 1'b1;
                MemWrite = 1'b0; Branch = 1'b0; ALUOp    = 2'b00;  
            end
            7'b0010011: begin
                RegWrite = 1'b1; ALUSrc = 1'b1; MemToReg = 1'b0; MemRead = 1'b0;
                MemWrite = 1'b0; Branch = 1'b0; ALUOp    = 2'b11;  
            end
            7'b0100011: begin
                RegWrite = 1'b0; ALUSrc = 1'b1; MemToReg = 1'bx;  
                MemRead  = 1'b0; MemWrite = 1'b1; Branch = 1'b0; ALUOp    = 2'b00;  
            end
            7'b1100011: begin
                RegWrite = 1'b0; ALUSrc = 1'b0; MemToReg = 1'bx;  
                MemRead  = 1'b0; MemWrite = 1'b0; Branch = 1'b1; ALUOp    = 2'b01;  
            end
        endcase
    end
endmodule
module stage_id (
    input         clock,
    input         reset,
    input  [31:0] if_id_instruction,
    input         mem_wb_regwrite,
    input  [4:0]  mem_wb_rd,
    input  [31:0] wb_write_data,
    output [4:0]  id_rs1,
    output [4:0]  id_rs2,
    output [31:0] id_read_data_1,
    output [31:0] id_read_data_2,
    output [31:0] id_immediate,
    output        id_regwrite,
    output        id_alusrc,
    output        id_memtoreg,
    output        id_memread,
    output        id_memwrite,
    output        id_branch,
    output [1:0]  id_aluop,
    output [4:0]  id_rd,
    output [2:0]  id_funct3,
    output [6:0]  id_funct7
);
    wire [6:0] opcode = if_id_instruction[6:0];
    assign id_rs1    = if_id_instruction[19:15];
    assign id_rs2    = if_id_instruction[24:20];
    assign id_rd     = if_id_instruction[11:7];
    assign id_funct7 = if_id_instruction[31:25];
    assign id_funct3 = if_id_instruction[14:12];
    Unidade_Controle_Principal u_main_control (
        .opcode(opcode),
        .RegWrite(id_regwrite), .ALUSrc(id_alusrc), .MemToReg(id_memtoreg),
        .MemRead(id_memread), .MemWrite(id_memwrite), .Branch(id_branch),
        .ALUOp(id_aluop)
    );
    REG_FILE u_regfile (
        .clock(clock), .reset(reset),
        .regwrite(mem_wb_regwrite),
        .read_reg_num1(id_rs1),
        .read_reg_num2(id_rs2),
        .write_reg(mem_wb_rd),
        .write_data(wb_write_data),
        .read_data1(id_read_data_1),
        .read_data2(id_read_data_2)
    );
    assign id_immediate = (opcode == 7'b0100011) ? {{20{if_id_instruction[31]}}, if_id_instruction[31:25], if_id_instruction[11:7]} :
                          (opcode == 7'b1100011) ? {{20{if_id_instruction[31]}}, if_id_instruction[7], if_id_instruction[30:25], if_id_instruction[11:8], 1'b0} :
                                                   {{20{if_id_instruction[31]}}, if_id_instruction[31:20]};
endmodule
module REG_FILE(
    input  [4:0]  read_reg_num1,
    input  [4:0]  read_reg_num2,
    input  [4:0]  write_reg,
    input  [31:0] write_data,
    output [31:0] read_data1,
    output [31:0] read_data2,
    input         regwrite,
    input         clock,
    input         reset
);
    reg [31:0] reg_memory [0:31];
    integer i;
    assign read_data1 = (read_reg_num1 == 5'b0) ? 32'b0 : reg_memory[read_reg_num1];
    assign read_data2 = (read_reg_num2 == 5'b0) ? 32'b0 : reg_memory[read_reg_num2];
    always @(posedge clock or posedge reset)
    begin
        if (reset) begin
            for (i=0; i<32; i=i+1) begin
                reg_memory[i] <= i;
            end
        end
        else begin
            if (regwrite && (write_reg != 5'b0)) begin
                reg_memory[write_reg] <= write_data;
            end
        end
    end
endmodule
==> flow/run.sh <==
#!/bin/bash
# OpenROAD 26Q1-2900-gdf79404cd8, Yosys 0.63+post, stock flow scripts
make -C /OpenROAD-flow-scripts/flow DESIGN_CONFIG=/design/flow/config.mk WORK_HOME=/design/flow/orfs finish
==> flow/config.mk <==
export PLATFORM = sky130hd
export DESIGN_NAME = stage_id
export DESIGN_NICKNAME = stage_id
export VERILOG_FILES = /design/flow/design.v
export SDC_FILE = /design/flow/constraint.sdc
export NUM_CORES = 4
export LEC_CHECK = 1
export CORE_UTILIZATION = 40
==> flow/constraint.sdc <==
current_design stage_id

set clk_period 8.6
set clk_io_pct 0.2

create_clock -name clk0 -period $clk_period [get_ports {clock}]

set non_clock_inputs [all_inputs -no_clocks]
set_input_delay [expr $clk_period * $clk_io_pct] -clock clk0 $non_clock_inputs
set_output_delay [expr $clk_period * $clk_io_pct] -clock clk0 [all_outputs]
==> flow_summary.rst <==
Flow metrics
------------

.. list-table::
   :header-rows: 1

   * - Metric
     - Value
   * - Number of global-route vias before repair
     - 46400
   * - Class of the most critical hold timing path
     - flop to flop
   * - Net switching share of the total power
     - 30.4%
   * - Highest ir drop seen on vdd
     - 178 uV
   * - Relative contribution of sequential cells to total power
     - 48.9%
   * - Clk pin slew, worst setup/hold paths
     - roughly 0.060 ns
   * - Fin util
     - between 40% and 50%
   * - Number of DRC markers after the initial detailed-route iteration
     - 7098
   * - Number of remaining DRC errors
     - 0
   * - Share of total power in combinational logic
     - between 10% and 20%
   * - Nature of the critical path startpoint
     - primary input
   * - Met2 capacity usage during global routing
     - 57.8%
   * - Cell at the slowest stage of the critical path
     - sky130_fd_sc_hd__a2111oi_0
   * - PD cells
     - about 220 nW/um^2
   * - Number of flops mapped to enable cells by yosys
     - 0
   * - Commonest flop
     - sky130_fd_sc_hd__dfrtp_1
   * - TritonCTS clock tree
     - done
   * - Share of power burned in the clock network
     - 35.5%
   * - CTS Sinks
     - roughly 990
   * - Final Instance Count excl. Fillers
     - 6543
   * - Main area contributors
     - sky130_fd_sc_hd__dfrtp_1, sky130_fd_sc_hd__mux2_2, sky130_fd_sc_hd__nand3_1
   * - Number of clock buffers inserted by TritonCTS
     - 110
   * - Upper clock frequency limit
     - about 130 MHz
   * - GRT met3 Usage
     - 28.2%
   * - Cell area after synthesis
     - 52700 um^2
   * - First-pass GRT wire length
     - 391000 um
   * - Fin crit period
     - just under 8 ns
   * - Worst path required time
     - 6.88 ns
   * - Placed wire-length estimate after detailed placement
     - around 180000 um
   * - Yosys top cell area share
     - 43.3%
   * - Most prevalent standard cell on the critical path
     - sky130_fd_sc_hd__buf_4
   * - Post-synth ARST share
     - 100%
   * - Number of setup violations in the final report
     - 0
   * - Tally of unique sky130hd cells used after synthesis
     - between 70 and 80
   * - Clock root buffer master
     - sky130_fd_sc_hd__clkbuf_16
   * - Result of the run
     - complete, no violations
   * - Detail Route Antenna Nets
     - 0
   * - Remaining Overflow, GRT
     - 0
   * - Vias per cell
     - 7.37
   * - Arrival time of the worst setup path
     - 5.99 ns
   * - Quantity of I/O buffers inserted on ports
     - 176
   * - Internal power contribution
     - ~9.4 mW
   * - Max Buffers Root-to-Sink
     - 3
   * - Buffers inserted by post-CTS timing repair
     - 0
   * - Final Wtd Congestion
     - ~1.1
   * - Cell row count
     - roughly 130
   * - Average footprint of a synthesized cell
     - 11.2 um^2
   * - Vias after detailed routing
     - 48200
   * - Total Neg Setup Slack
     - 0 ns
   * - Top reg by flops
     - u_regfile.reg_memory
   * - Leakage power figure
     - 25.5 nW
   * - Post-CTS Hold Buffers
     - 0
   * - Path type of the worst setup path
     - primary input to primary output
   * - #FFs+latches synth
     - 992
   * - Clock insertion delay at the later pin of the skew report
     - 0.75 ns
   * - Count of endpoints failing hold in the final timing report
     - 0
   * - Count of synthesis-stage warnings from yosys
     - 3
   * - Met1 global-route usage
     - 55.7%
   * - Crit. End Element
     - primary output
   * - Post-Route Skew
     - 0 ns
   * - Number of antenna violations at the first check in global routing
     - 27
   * - Slew margin rel.
     - 13.0%
   * - Slowest cell delay on critical path
     - ~1.1 ns
   * - Most used routing layer
     - met2
   * - FP Util
     - 40.5%
   * - Boundary Pins
     - roughly 200
   * - Overall routing resource usage
     - between 40% and 50%
   * - Commonest cells in the synthesized netlist
     - sky130_fd_sc_hd__mux2_2, sky130_fd_sc_hd__dfrtp_1, sky130_fd_sc_hd__nand3_1
   * - Post-synthesis cell count
     - 4700
   * - Reported max-cap violation count
     - 0
   * - Routed wire length
     - just under 300000 um
   * - Number of fillers in the final layout
     - 11900
   * - Area leader, netlist
     - sky130_fd_sc_hd__dfrtp_1
   * - Htree depth
     - 3
   * - Die area
     - 133000 um^2
   * - Slew at the pin with the worst max-slew slack
     - 1.27 ns
   * - Number of logged tool warnings
     - 46
   * - Registers with the most flip-flops
     - u_regfile.reg_memory: 992 flops
   * - 1st-pass router iterations
     - 8
   * - Hold Slack
     - 0.525 ns
   * - Critical path cell sequence
     - buf_2, buf_4, and3b_4, buf_4, and3_1, a2111oi_0, o2111ai_1, o31a_1, clkdlybuf4s50_1
   * - Std-Cell Core Area
     - 130000 um^2
   * - Number of flip-flops in the largest register
     - 992
   * - Per-cell routed wire length
     - 44.1 um
   * - Count of final max-slew check failures
     - 0
   * - Number of cell instances after yosys synthesis
     - 4700
   * - Chip height
     - 365 um
   * - Post-CTS sizing
     - 0
   * - Setup repair after global routing missed its margin
     - no
   * - Overall power after layout
     - 13.5 mW
   * - Part of the Yosys area used for sequential elements
     - roughly 47%
   * - Area of the synthesized netlist per yosys stat
     - 52700 um^2
   * - Part of the cycle the worst path needs
     - 89.7%
   * - Die W
     - 365 um
   * - Placed cell count
     - 6320
   * - R2R setup slack
     - 7.68 ns
   * - Most numerous cell in the Yosys netlist
     - sky130_fd_sc_hd__mux2_2
   * - Net switching power
     - ~4.1 mW
   * - Layout-stage area growth over the synthesis result
     - 14.3%
   * - Largest net degree at the start of global routing
     - roughly 120
   * - Layout cells sized above 1
     - a little over a third
   * - Largest fanout of any net on the critical path
     - 29
==> cells in the final DEF, fill, tap and decap left out, drive strengths merged, types with 10 or more instances in the layout <==
cell type and instances:
nor3b 10, nor3 36, nor4bb 12, diode 28, a222oi 40, a221o 23
o31a 13, a22oi 339, nand3 588, clkbuf 160, a2111oi 64, dfstp 80
clkdlybuf4s50 166, dfrtp 912, nand4b 10, nand2 68, a221oi 10, and2 26
nor2b 15, mux2i 12, a31oi 57, nand4 178, mux2 1014, and4 49
clkinv 23, o21ai 16, and3 231, nor2 58, inv 10, a21oi 92
buf 272, nor4 46, a22o 49
==> per-stage QoR <==
stage,setup WS (ns),instance area (um^2)
finish,0.886,60200
global route,1.05,60100
CTS,1.10,60100
detailed placement,1.12,56600
global placement,1.08,56600
floorplan,-6.72,52700
==> cells by family after synthesis <==
group | after synthesis | synth area share, %
buffers and inverters | 570 | 5.01
AND-OR/OR-AND | 745 | 10.8
multiplexers | 1026 | 21.9
AND/OR/NAND/NOR | 1367 | 15.0
flip-flops | 992 | 47.3
==> cell type report <==
class	instances	area (um^2)	share of cell area [%]
Multi-Input combinational cell	3138	25500	42.4
Sequential cell	992	24900	41.4
Timing Repair Buffer	439	3890	6.46
Clock buffer	159	3210	5.33
Tap cell	1742	2180	3.62
Clock inverter	35	360	0.599
Antenna cell	28	70.1	0.116
Inverter	10	41.3	0.0686
==> power by group through the flow <==
stage     Clock [mW]  Combinational [mW]  Sequential, mW
5_1_grt         4.98                2.19            6.66
4_1_cts         4.81                2.04            6.54
6_report        4.80                2.10            6.60
==> worst paths after layout <==
kind / start / endpoint / cells past startpoint
max: if_id_instruction[22] / id_read_data_2[17] / 9
min: u_regfile.reg_memory[18][30]$_DFFE_PP0P_ / u_regfile.reg_memory[18][30]$_DFFE_PP0P_ / 1
max reg2reg: u_regfile.reg_memory[20][3]$_DFFE_PP0P_ / u_regfile.reg_memory[20][3]$_DFFE_PP0P_ / 1
min reg2reg: u_regfile.reg_memory[18][30]$_DFFE_PP0P_ / u_regfile.reg_memory[18][30]$_DFFE_PP0P_ / 1
max in group asynchronous: reset / u_regfile.reg_memory[11][29]$_DFFE_PP0P_ / 4
min in group asynchronous: reset / u_regfile.reg_memory[30][10]$_DFFE_PP0P_ / 2
==> routing by layer <==
layer,part of all wire [%],vias to the layer above
li1,-,18000
met1,35,24100
met2,39,4576
met3,17,1481
met4,8.7,20
met5,0.15,-
==> critical path: cells and delay by family <==
kind	cells	cell delay (ns)
AND-OR/OR-AND	3	1.94
buffers and inverters	4	1.61
AND/OR/NAND/NOR	2	0.70
Power and IR drop assume default switching activity.

## flow/run.sh

```bash
#!/bin/bash
# OpenROAD 26Q1-2900-gdf79404cd8, Yosys 0.63+post, stock flow scripts
make -C /OpenROAD-flow-scripts/flow DESIGN_CONFIG=/design/flow/config.mk WORK_HOME=/design/flow/orfs finish
```

## flow/config.mk

```make
export PLATFORM = sky130hd
export DESIGN_NAME = stage_if
export DESIGN_NICKNAME = stage_if
export VERILOG_FILES = /design/flow/design.v
export SDC_FILE = /design/flow/constraint.sdc
export NUM_CORES = 4
export LEC_CHECK = 1
export CORE_UTILIZATION = 50
export SYNTH_MEMORY_MAX_BITS = 65536
```

## flow/constraint.sdc

```tcl
current_design stage_if

set clk_period 6.7
set clk_io_pct 0.2

create_clock -name clk0 -period $clk_period [get_ports {clock}]

set non_clock_inputs [all_inputs -no_clocks]
set_input_delay [expr $clk_period * $clk_io_pct] -clock clk0 $non_clock_inputs
set_output_delay [expr $clk_period * $clk_io_pct] -clock clk0 [all_outputs]
```

## flow/design.v

```verilog
module mux2_1 #(
    parameter WIDTH = 32  
)(
    input      [WIDTH-1:0] in0,  
    input      [WIDTH-1:0] in1,  
    input                  sel,  
    output reg [WIDTH-1:0] out  
);
    always @(*) begin 
        case (sel) 
            1'b0: out = in0; 
            1'b1: out = in1;
            default: out = {WIDTH{1'bx}};  
        endcase
    end
endmodule
module stage_if (
    input         clock,
    input         reset,
    input         pc_stall,
    input         branch_taken,
    input  [31:0] branch_target_addr,
    output [31:0] instruction,
    output [31:0] pc_current
);
    reg  [31:0] r_pc_current;
    wire [31:0] w_pc_next, w_pc_plus_4;
    always @(posedge clock or posedge reset) begin
        if (reset)
            r_pc_current <= 32'b0;
        else if (!pc_stall)
            r_pc_current <= w_pc_next;
    end
    assign pc_current = r_pc_current;
    assign w_pc_plus_4 = pc_current + 32'd4;
    mux2_1 #( .WIDTH(32) ) u_mux_pc (
        .in0(w_pc_plus_4),
        .in1(branch_target_addr),
        .sel(branch_taken),
        .out(w_pc_next)
    );
    Memoria_Instrucao u_imem (
        .address(pc_current),
        .instruction(instruction)
    );
endmodule
module Memoria_Instrucao (
    input  [31:0] address,
    output [31:0] instruction
);
    reg [31:0] rom_memory [0:255];
    initial begin
        rom_memory[0] = 32'h00001503;  
        rom_memory[1] = 32'h00401583;  
        rom_memory[2] = 32'h40b50633;  
        rom_memory[3] = 32'h00b566b3;  
        rom_memory[4] = 32'h00857713;  
        rom_memory[5] = 32'h001557b3;  
        rom_memory[6] = 32'h00a70263;  
        rom_memory[7] = 32'h00c02423;  
        rom_memory[8] = 32'h00000063;  
    end
    assign instruction = rom_memory[address[9:2]];
endmodule
```

==> summary.txt <==
Implementation run completed; key figures follow.

Outcome:
- The run finished with clean final reports.

Die:
- The chip occupies 0.005104 mm^2.
- The core region is 0.004504 mm^2.
- The run puts the horizontal die size at 71.44 um.
- Once the floorplan was initialized, standard cells occupied 53.53% of the core.
- The run gives the number of top-level pins as 100.
- The run puts the row count at 24.
- The run puts the die boundary height at slightly above 70 um.

CTS:
- The run gives the setup fix buffers added after clock tree synthesis as 0.
- The run gives the clock buffer count from CTS as 5.
- TritonCTS built the clock tree.
- The clock tree synthesis step divided the H-tree into 2 levels.
- The run puts the buffer depth of the longest clock path at 2.
- The run puts the number of hold buffers added after cts at 0.
- The run gives the clock insertion delay at the later pin of the skew report as around 0.28 ns.
- The run puts the clock transition at the registers of the reported paths at 0.07 ns.
- The run puts the clock net sink count at 32.
- Per the CTS log, the root buffer master is sky130_fd_sc_hd__clkbuf_8.
- The run gives the count of instances resized after the clock tree is built as 0.

Logic synthesis:
- The run puts the yosys synthesis chip area at 0.002411 mm^2.
- The run gives the flip-flop and latch count after synthesis as 32.
- Yosys stat counts 298 cells in the synthesized netlist.
- The synthesized netlist occupies a cell area of 0.002411 mm^2.
- The run puts the area fraction in full adders, half adders and majority gates at 4.670%.
- The run puts the synthesized area divided by synthesized cell count at 8.091 um^2.
- The run puts the post-synthesis instance total at 298.
- By area the synthesized netlist is led by sky130_fd_sc_hd__dfrtp_1, sky130_fd_sc_hd__buf_4, sky130_fd_sc_hd__ha_1.
- The run puts the number of unique standard cell types used by synthesis at just over 50.
- The run gives the cell type contributing the most total cell area after synthesis as sky130_fd_sc_hd__dfrtp_1.
- The run puts the multiplexer share of the synthesized area at 0.4152%.
- The synthesized netlist devotes 0% of its cell area to XOR and XNOR gates.
- Summing the areas of all and, or, nand and nor instances in the mapped netlist gives 25.01% of the synthesized area.
- Of the combinational cells, the family taking the most area is AND-OR/OR-AND gates.
- The run gives the sequential fraction of the synthesis area as 33.21%.
- The run gives the post-synthesis compound-gate area fraction as 25.64%.
- The run gives the fraction of registers with async set or reset after synthesis as 100.0%.
- The run gives the number of warnings issued by yosys as 3.
- For this run, the leading register cell type out of synthesis is sky130_fd_sc_hd__dfrtp_1.
- The post-synth count of flops with an enable pin is 0.
- The run gives the portion of synthesized cell area occupied by the leading cell type as between 30% and 40%.

Finish:
- The largest registers in the layout are r_pc_current: 32 flops.
- The layout summary lists the proportion of cells stronger than drive strength 1 as roughly 5.6%.
- The register with the most flip-flops in the layout has 32 of them.
- The run gives the register containing the most flip-flops in the final layout as r_pc_current.
- The run puts the signed area change from the synthesized netlist to the final layout at 38.40%.

Power:
- The run puts the largest vdd supply drop at 0.0002029 V.
- The run gives the overall power after layout as 700.8 uW.
- The run gives the power density relative to cell area as 210.0 mW/mm^2.
- For this design the static power due to leakage is 0.001362 uW.

Global routing:
- The run gives the number of antenna violations at the first check in global routing as 0.
- The total overflow left after global routing is 0.
- The run puts the number of global-route vias before repair at 2124.
- The first global-routing pass estimated just over 10000 um of wire.
- Global routing consumed, over all layers together, 25.27% of the routing resources.
- The run gives the largest net degree at the start of global routing as ~45.

Placement:
- The placement report lists the number of port buffers as roughly 85.
- The wire-length estimate of the detail-placed layout is 4340 um.
- The run gives the final RePlAce weighted congestion as 0.9313.

Final timing:
- Of the available clock period, the critical path in the final layout requires 51.38%.
- The run puts the slew of the pin with the lowest slew margin at 0.7052 ns.
- Counting endpoints that fail hold in the final report gives 0.
- The run puts the setup TNS at 0 ns.
- The run puts the highest clock rate at 290.5 MHz.
- Pins over their slew limit in the final report were tallied at 0.
- The final timing report derives a shortest allowable period of roughly 3.4 ns.
- Setup repair after global routing left no endpoint under its margin.
- The final timing report counts setup violations totalling 0.
- Per the slew report, the remaining headroom to the max-slew limit stands at between 50% and 60%.
- The run puts the worst clock skew at 0.005363 ns.

Detailed routing:
- For this run, the detailed router's first-pass iteration total came to 5.
- The run gives the wire length per cell after detailed routing as 14.70 um.
- The run puts the vias per cell at 5.882.
- The run puts the routed wire length at 6246 um.
- The run puts the violation count after the first detailed-route iteration at 254.
- The run gives the remaining antenna violation count after routing as 0.
- The DRC violation total left in the routed layout is recorded as 0.
- The run puts the antenna diode count at 0.
- For this block, the via count after detailed routing is 2500.

Setup path:
- Among all stages on the critical path, the largest delay is contributed by sky130_fd_sc_hd__dfrtp_1.
- The run puts the largest incremental delay on the critical path at 0.56 ns.
- The run gives the cell count of the worst reg-to-reg path as 5.
- The run gives the startpoint type of the worst setup path as a register.
- The run gives the signal arrival time at the worst endpoint as around 2.1 ns.
- The data required time reported for the critical path is 5.36 ns.
- Walking the worst path, the cells encountered are inv_1 -> ha_1 -> nand2b_1 -> a21oi_1 -> clkdlybuf4s50_1.
- STA reports a reg2reg setup slack of ~4.3 ns.
- OpenSTA lists the critical path endpoint as instruction[13].
- The run gives the launch instance of the worst register-to-register path as r_pc_current[4].
- The run gives the kind of cell with the highest combined delay on the critical path as buffers and inverters.
- The run gives the worst-path maximum fanout as 11.
- The run puts the number of cells on the critical path at 5.
- STA classifies the critical path endpoint as a primary output.
- The capture point of the worst register-to-register path is recorded as r_pc_current[27].
- The run gives the launch point of the worst path as r_pc_current[2].
- The run puts the buffer-and-inverter tally for the worst setup path at 2.
- The worst setup path is of the register to primary output kind.

Worst hold path:
- In this run the worst hold path is classified as register to register.

Flow run:
- The run puts the max-cap check violation count at 0.
- The run gives the OpenROAD warning count as 34.
[power breakdown]
group	switching (uW)	internal (uW)
clock	72.8	131
sequential	49.9	221
combinational	77.1	149
total	200	501
[cell usage after synthesis (4+ instances only)]
library cell and n:
sky130_fd_sc_hd__ha_1 9, sky130_fd_sc_hd__o21ai_0 15, sky130_fd_sc_hd__nand4_1 10, sky130_fd_sc_hd__a21oi_1 19, sky130_fd_sc_hd__a311oi_1 7, sky130_fd_sc_hd__nor4_1 6, sky130_fd_sc_hd__buf_4 17, sky130_fd_sc_hd__and3_1 6
sky130_fd_sc_hd__nor3_1 6, sky130_fd_sc_hd__nand2_1 29, sky130_fd_sc_hd__o22ai_1 4, sky130_fd_sc_hd__nand3_1 13, sky130_fd_sc_hd__nor2_1 24, sky130_fd_sc_hd__nand2b_1 4, sky130_fd_sc_hd__clkbuf_1 17, sky130_fd_sc_hd__o211ai_1 5
sky130_fd_sc_hd__dfrtp_1 32, sky130_fd_sc_hd__a22oi_1 11, sky130_fd_sc_hd__a311o_1 5, sky130_fd_sc_hd__inv_1 18
[cells by family (layout without fill, tap and decap cells)]
kind of cell / Yosys count / after routing
AOI/OAI and AO/OA: 88 / 88
adders and majority gates: 9 / 9
buffers and inverters: 52 / 115
DFF: 32 / 32
muxes: 1 / 1
other: 2 / 14
and+or+nand+nor: 114 / 114
[placed cells by master (no fill, tap or decap), types with 7 or more instances in the layout]
cell type / instances
sky130_fd_sc_hd__conb_1: 14
sky130_fd_sc_hd__nor2_1: 24
sky130_fd_sc_hd__nand2_1: 29
sky130_fd_sc_hd__dfrtp_1: 32
sky130_fd_sc_hd__ha_1: 9
sky130_fd_sc_hd__clkbuf_8: 7
sky130_fd_sc_hd__o21ai_0: 15
sky130_fd_sc_hd__a22oi_1: 11
sky130_fd_sc_hd__clkdlybuf4s50_1: 85
sky130_fd_sc_hd__inv_1: 18
sky130_fd_sc_hd__a21oi_1: 19
sky130_fd_sc_hd__a311oi_1: 7
sky130_fd_sc_hd__nand3_1: 13
sky130_fd_sc_hd__nand4_1: 10
[layout make-up]
cell class              count  area, um^2
repair buffers             89       880.8
fillers                   339        1167
clock inverters             1       30.03
inverters                  18       67.56
well taps                  52       65.06
multi-input cells         226        1396
clock buffers               7       96.34
flip-flops and latches     32       800.8
[per-layer routing]
| layer | share of wire [%] | GRT usage [%] | wire (um) | vias up |
|---|---|---|---|---|
| li1 | - | - | - | 1223 |
| met3 | 8.1 | 3.994 | 504 | 5 |
| met5 | 0 | 0 | 0 | - |
| met2 | 45 | 37.46 | 2805 | 114 |
| met1 | 46 | 41.74 | 2900 | 1158 |
| met4 | 0.59 | 2.667 | 37 | 0 |
[stage by stage]
step	worst slack [ns]	instances	cell area, um^2	hold slack, ns	utilization (%)
final	3.257	425	3337	0.4805	74.08
after global routing	3.143	425	3337	0.4924	74.08
after CTS	3.230	425	3337	0.4855	74.08
after detailed placement	3.270	417	3211	0.4692	71.28
after global placement	3.330	417	3211	0.4611	71.28
after floorplan	4.115	310	2456	0.4213	-
[worst min path at each step]
stage / to / cells after the start / start / slack [ns]
CTS: r_pc_current[0] / 2 / r_pc_current[0] / 0.49
global route: r_pc_current[0] / 2 / r_pc_current[0] / 0.49
finish: r_pc_current[0] / 2 / r_pc_current[0] / 0.48
[worst min-delay path: stages (launching register included)]
cell                      delay (ns)
sky130_fd_sc_hd__dfrtp_1        0.35
sky130_fd_sc_hd__nand2_1        0.05
sky130_fd_sc_hd__nand2_1        0.05
No activity file was given, so power comes from the tool's default toggle rates.
